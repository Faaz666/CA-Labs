`flow/design.v`:
```
`timescale 1ns / 1ps
module ALU(input [31:0] A, input [31:0] B, input [3:0] ALUControl, output reg [31:0] ALUResult, output Zero);
always @(*) 
    begin
        case(ALUControl)
            4'b0000: ALUResult = A + B;
            4'b0001: ALUResult = A - B;
            4'b0010: ALUResult = A & B;
            4'b0011: ALUResult = A | B;
            4'b0100: ALUResult = A ^ B;
            4'b0101: ALUResult = A << B[4:0];
            4'b0110: ALUResult = A >> B[4:0];
            default: ALUResult = 32'b0;
        endcase
    end
assign Zero = (ALUResult == 0);
endmodule
`timescale 1ns / 1ps
module RF_ALU_FSM(
    input  wire       clk,
    input  wire       rst,
    input  wire [3:0] switches,    
    output reg        WriteEnable,
    output reg [4:0]  rs1,
    output reg [4:0]  rs2,
    output reg [4:0]  rd,
    output reg [31:0] WriteData,
    output reg [3:0]  ALUControl,
    input  wire       Zero,        
    input  wire [31:0] ALUResult    
);
    reg [4:0] state;
    localparam S_WR_X1   = 5'd0,
               S_WR_X2   = 5'd1,
               S_WR_X3   = 5'd2,
               S_SET_ADD = 5'd3,
               S_WR_ADD  = 5'd4,
               S_SET_SUB = 5'd5,
               S_WR_SUB  = 5'd6,
               S_SET_AND = 5'd7,
               S_WR_AND  = 5'd8,
               S_SET_OR  = 5'd9,
               S_WR_OR   = 5'd10,
               S_SET_XOR = 5'd11,
               S_WR_XOR  = 5'd12,
               S_SET_SLL = 5'd13,
               S_WR_SLL  = 5'd14,
               S_SET_SRL = 5'd15,
               S_WR_SRL  = 5'd16,
               S_SET_BEQ = 5'd17,
               S_WR_FLAG = 5'd18,
               S_WR_RAW  = 5'd19,
               S_RD_RAW  = 5'd20,
               S_DONE    = 5'd21;
    always @(posedge clk) begin
        if (rst) begin
            state <= S_WR_X1;
            WriteEnable <= 1'b0;
            rs1 <= 5'd0; rs2 <= 5'd0; rd <= 5'd0;
            WriteData <= 32'd0;
            ALUControl <= 4'd0;
        end else begin
            case (state)
                S_WR_X1: begin
                    WriteEnable <= 1'b1; rd <= 5'd1; WriteData <= 32'h10101010;
                    state <= S_WR_X2;
                end
                S_WR_X2: begin
                    WriteEnable <= 1'b1; rd <= 5'd2; WriteData <= 32'h01010101;
                    state <= S_WR_X3;
                end
                S_WR_X3: begin
                    WriteEnable <= 1'b1; rd <= 5'd3; WriteData <= 32'h00000005;
                    state <= S_SET_ADD;
                end
                S_SET_ADD: begin
                    WriteEnable <= 1'b0;
                    rs1 <= 5'd1; rs2 <= 5'd2; ALUControl <= 4'b0000;  
                    state <= S_WR_ADD;
                end
                S_WR_ADD: begin
                    WriteEnable <= 1'b1; rd <= 5'd4; WriteData <= ALUResult;
                    state <= S_SET_SUB;
                end
                S_SET_SUB: begin
                    WriteEnable <= 1'b0;
                    rs1 <= 5'd1; rs2 <= 5'd2; ALUControl <= 4'b0001;  
                    state <= S_WR_SUB;
                end
                S_WR_SUB: begin
                    WriteEnable <= 1'b1; rd <= 5'd5; WriteData <= ALUResult;
                    state <= S_SET_AND;
                end
                S_SET_AND: begin
                    WriteEnable <= 1'b0;
                    rs1 <= 5'd1; rs2 <= 5'd2; ALUControl <= 4'b0010;  
                    state <= S_WR_AND;
                end
                S_WR_AND: begin
                    WriteEnable <= 1'b1; rd <= 5'd6; WriteData <= ALUResult;
                    state <= S_SET_OR;
                end
                S_SET_OR: begin
                    WriteEnable <= 1'b0;
                    rs1 <= 5'd1; rs2 <= 5'd2; ALUControl <= 4'b0011;  
                    state <= S_WR_OR;
                end
                S_WR_OR: begin
                    WriteEnable <= 1'b1; rd <= 5'd7; WriteData <= ALUResult;
                    state <= S_SET_XOR;
                end
                S_SET_XOR: begin
                    WriteEnable <= 1'b0;
                    rs1 <= 5'd1; rs2 <= 5'd2; ALUControl <= 4'b0100;  
                    state <= S_WR_XOR;
                end
                S_WR_XOR: begin
                    WriteEnable <= 1'b1; rd <= 5'd8; WriteData <= ALUResult;
                    state <= S_SET_SLL;
                end
                S_SET_SLL: begin
                    WriteEnable <= 1'b0;
                    rs1 <= 5'd1; rs2 <= 5'd3; ALUControl <= 4'b0101;  
                    state <= S_WR_SLL;
                end
                S_WR_SLL: begin
                    WriteEnable <= 1'b1; rd <= 5'd9; WriteData <= ALUResult;
                    state <= S_SET_SRL;
                end
                S_SET_SRL: begin
                    WriteEnable <= 1'b0;
                    rs1 <= 5'd1; rs2 <= 5'd3; ALUControl <= 4'b0110;  
                    state <= S_WR_SRL;
                end
                S_WR_SRL: begin
                    WriteEnable <= 1'b1; rd <= 5'd10; WriteData <= ALUResult;
                    state <= S_SET_BEQ;
                end
                S_SET_BEQ: begin
                    WriteEnable <= 1'b0;
                    rs1 <= 5'd1; rs2 <= 5'd1; ALUControl <= 4'b0001;  
                    state <= S_WR_FLAG;
                end
                S_WR_FLAG: begin
                    WriteEnable <= 1'b1; rd <= 5'd11; WriteData <= (Zero ? 32'h1 : 32'h0);
                    state <= S_WR_RAW;
                end
                S_WR_RAW: begin
                    WriteEnable <= 1'b1; rd <= 5'd12; WriteData <= 32'hCAFEBABE;
                    state <= S_RD_RAW;
                end
                S_RD_RAW: begin
                    WriteEnable <= 1'b0;
                    rs1 <= 5'd12; rs2 <= 5'd0;  
                    state <= S_DONE;
                end
                default: begin
                    WriteEnable <= 1'b0;
                    state <= S_DONE;
                end
            endcase
        end
    end
endmodule
`timescale 1ns / 1ps
module regfile(input clk, input rst, input WriteEnable, input [4:0] rs1, input [4:0] rs2, input [4:0] rd, input [31:0] WriteData, output [31:0] ReadData1, output [31:0] readData2);
    reg [31:0] regs [31:0];
    integer i;
    always @(posedge clk) 
    begin
        if (rst) 
            begin
                for (i=0; i<32; i=i+1) 
                    regs[i] <= 32'b0;
            end 
        else if (WriteEnable && (rd != 5'b0)) 
            begin
                regs[rd] <= WriteData;
            end
    end
    assign ReadData1 = (rs1 == 5'b0) ? 32'b0 : regs[rs1];
    assign readData2 = (rs2 == 5'b0) ? 32'b0 : regs[rs2];
endmodule
`timescale 1ns / 1ps
module top_rf_alu(
    input clk,
    input rst_btn,
    input [3:0] switches,
    output [7:0] leds
);
wire WriteEnable;
wire [4:0] rs1, rs2, rd;
wire [31:0] WriteData;
wire [31:0] ReadData1, ReadData2;
wire [3:0] ALUControl;
wire [31:0] ALUResult;
wire Zero;
regfile RF(clk, rst_btn, WriteEnable, rs1, rs2, rd, WriteData, ReadData1, ReadData2);
ALU alu(ReadData1, ReadData2, ALUControl, ALUResult, Zero);
RF_ALU_FSM fsm(
    clk,
    rst_btn,
    switches,
    WriteEnable,
    rs1, rs2, rd,
    WriteData,
    ALUControl
);
assign leds[3:0] = ALUResult[3:0];
assign leds[7:4] = rd;
endmodule
```
`flow/run.sh`:
```
#!/bin/bash
# OpenROAD 26Q1-2900-gdf79404cd8, Yosys 0.63+post, stock flow scripts
make -C /OpenROAD-flow-scripts/flow DESIGN_CONFIG=/design/flow/config.mk WORK_HOME=/design/flow/orfs finish
```
`flow/config.mk`:
```
export PLATFORM = sky130hd
export DESIGN_NAME = top_rf_alu
export DESIGN_NICKNAME = top_rf_alu
export VERILOG_FILES = /design/flow/design.v
export SDC_FILE = /design/flow/constraint.sdc
export NUM_CORES = 4
export LEC_CHECK = 1
export CORE_UTILIZATION = 30
```
`flow/constraint.sdc`:
```
current_design top_rf_alu

set clk_period 4.3
set clk_io_pct 0.2

create_clock -name clk0 -period $clk_period [get_ports {clk}]

set non_clock_inputs [all_inputs -no_clocks]
set_input_delay [expr $clk_period * $clk_io_pct] -clock clk0 $non_clock_inputs
set_output_delay [expr $clk_period * $clk_io_pct] -clock clk0 [all_outputs]
```
==> flow_metrics.rpt <==
==== FLOW RESULTS ====
----------------------------------------------------
[Yosys]
  Distinct lib cells ........................ approximately 56
  Share of cell area taken by muxes after synthesis ........................ 0.0651
  Top area cell types ........................ sky130_fd_sc_hd__edfxtp_1, sky130_fd_sc_hd__dfxtp_1, sky130_fd_sc_hd__mux4_2
  Number of flops mapped to enable cells by yosys ........................ 32
  Area fraction in compound gates ........................ 0.0924
  Sequential cell area fraction in the yosys report ........................ 0.526
  Main kind of combinational logic by area ........................ simple AND/OR/NAND/NOR gates
  Flip-flop cell with the highest count after synthesis ........................ sky130_fd_sc_hd__dfxtp_1
  Leading post-synthesis cells by instance count ........................ sky130_fd_sc_hd__dfxtp_1, sky130_fd_sc_hd__edfxtp_1, sky130_fd_sc_hd__nor2_1
  Xor-xnor portion of the synthesized cell area ........................ 0.0121
  #FFs+latches synth ........................ 79
  Proportion of register bits with asynchronous set or reset after synthesis ........................ 0
  Library cell occupying the most area in the post-synthesis netlist ........................ sky130_fd_sc_hd__edfxtp_1
  Area fraction in full adders, half adders and majority gates ........................ 0.0402
  Area fraction in and, or, nand and nor cells after synthesis ........................ 0.227
  Total standard cell area after synthesis ........................ 3610 um2
  Count of instantiated cells in the yosys netlist ........................ 330
  Most frequently used cell type in the post-synthesis netlist ........................ sky130_fd_sc_hd__dfxtp_1
  Number of warnings reported in the yosys synthesis log ........................ 36
  Mean area per synthesized cell ........................ 11.0 um2
  Cells after synthesis ........................ between 300 and 400
  Area share of the leading cell type in the synthesized netlist ........................ 0.266
  Area of the synthesized netlist per yosys stat ........................ 3610 um2

[Power and ir drop]
  Logic pwr share ........................ 0.085
  Peak ir drop on the vdd network ........................ 0.293 mV
  Leakage power ........................ 1.62 nW
  Part of the total power dissipated in the clock network ........................ 0.421
  Part of the total power dissipated in sequential elements ........................ 0.493
  Power per Cell Area ........................ ~400 nW/um2
  Total power ........................ roughly 1.7 mW
  Internal power ........................ 1.27 mW
  Switching component of the power ........................ 394 uW
  Switching power as a share of total power ........................ 0.237

[Setup path]
  Slowest stage delay, CP ........................ 0.53 ns
  Cell Chain, Critical Path ........................ mux4_2 -> inv_2 -> nor2_4 -> inv_2 -> ha_1 -> mux2i_2 -> fa_1 -> o21ai_2 -> o2111ai_1 -> nand3b_1 -> clkdlybuf4s50_1
  Slack of the worst reg-to-reg path ........................ between 2 and 2.5 ns
  Critical Path AT ........................ 3.19 ns
  Type of destination of the critical path ........................ output pin
  Endpoint of the most critical register-to-register path ........................ fsm.WriteData[28]
  Cell repeated most along the worst path ........................ sky130_fd_sc_hd__inv_2
  CP endpoint ........................ leds[1]
  Standard cell with the maximum stage delay on the critical path ........................ sky130_fd_sc_hd__mux4_2
  Biggest fanout along the worst timing path ........................ 6
  Data required, critical path ........................ 3.44 ns
  Type of the setup path with the least slack ........................ reg2out
  R2R depth ........................ 5
  Kind of start point of the critical path ........................ flip-flop
  Reg-to-Reg Start ........................ fsm.state[7]

[Final timing]
  Number of failing setup endpoints in the final timing report ........................ 0
  Crit path time final ........................ 4.05 ns
  Max Clk Rate ........................ around 250 MHz
  Slew of the pin with the lowest slew margin ........................ 0.592 ns
  Final-layout setup total negative slack ........................ 0 ns
  Final tally of max-slew violations ........................ 0
  Final hold violation count ........................ 0
  Setup repair after global routing missed its margin ........................ no
  Crit share post-route ........................ 0.942
  Worst Skew ........................ 0.00868 ns
  Worst rel slew slack ........................ 0.603
  Minimum hold slack ........................ 0.462 ns

[Run status]
  Run status ........................ completed

[Floorplan]
  Effective utilization at floorplan ........................ 0.313
  Core region area ........................ 11600 um2
  Die height ........................ 112 um
  Number of placement rows ........................ 39
  Total Die Area ........................ 12500 um2
  I/O pin count ........................ 14
  Die Wd ........................ 112 um

[Global routing]
  Overall fraction of global-route tracks in use ........................ 0.124
  Number of global-route vias before repair ........................ about 2.4k
  Largest net degree at the start of global routing ........................ 51
  First-pass GRT wire length ........................ 12000 um
  Initial antenna violation count ........................ 0
  Remaining Overflow, GRT ........................ 0

[Route]
  Avg WL per Cell ........................ about 14 um
  First-pass detailed-route iteration total ........................ 18
  Post-route ant nets ........................ 0
  Routed Wire Length ........................ 7030 um
  Violation count after the first detailed-routing iteration ........................ 198
  Post-detailed-route DRC marker count ........................ 0
  DR vias ........................ roughly 2.4k
  Via-per-instance ratio ........................ around 5
  Antenna cell count ........................ 0

[Clocking]
  Number of buffers added to fix hold violations after cts ........................ 0
  Maximum buffer depth of the clock tree ........................ 2
  Number of buffers created by CTS ........................ 9
  Clock Sinks ........................ 79
  Late-Pin Clk Latency ........................ 0.33 ns
  CTS H-Tree Depth ........................ 3
  CTS clk-pin slew, worst paths ........................ 0.06 ns
  Root cell of the clock tree ........................ sky130_fd_sc_hd__clkbuf_16
  CTS tree ........................ yes

[Cells and area]
  Share of final-layout standard cells stronger than drive strength 1 ........................ 0.169
  Post-route insts no fill ........................ 493
  Final cell area excluding filler cells ........................ ~4200 um2
  Area growth syn-to-layout ........................ 15.3%

[Placed design]
  Post-DP HPWL ........................ 5110 um
  Area of placed instances ........................ 3850 um2
  Placed cells ........................ 476
  Quantity of I/O buffers inserted on ports ........................ 9
  Last weighted congestion value of the routability-driven placer ........................ 0.860

[Min path]
  Class of the most critical hold timing path ........................ reg2reg
  Worst hold path startpoint ........................ fsm.state[0]

[Job]
  Tool Warnings ........................ 33
  Max-cap violations ........................ 0

----------------------------------------------------
## per-stage QoR
stage | util | worst slack (ns)
5_1_grt | 0.360 | 0.0346
2_1_floorplan | - | 0.759
4_1_cts | 0.359 | 0.0210
3_5_place_dp | 0.333 | 0.171
3_3_place_gp | 0.333 | 0.214
6_report | 0.360 | 0.249
## cell families (layout without fill, tap and decap cells)
family                     count (synthesis)  after routing
other                                      1              6
muxes                                     11             11
and+or+nand+nor                          147            147
DFF                                       79             79
buffers and inverters                     29             44
xor gates and xnor gates                   5              5
AOI/OAI and AO/OA                         47             47
adders and majority gates                 11             11
## cell usage in the layout (no fill, tap or decap), drive strengths merged, types with 4 or more instances in the layout
cell type,Yosys,layout
buf,4,4
edfxtp,32,32
or2,8,8
nand2b,4,4
and2,23,23
nor3,17,17
o21ai,9,9
nor4,7,7
xnor2,4,4
nor2,28,28
a21oi,13,13
conb,1,6
clkdlybuf4s50,0,8
inv,14,19
ha,10,10
dfxtp,47,47
a21o,7,7
clkbuf,10,9
nand2,19,19
nor2b,22,22
mux4,10,10
and3,4,4
a211oi,4,4
## how the worst min path moves through the flow
stage                to  slack (ns)  cells past startpoint
4_1_cts   fsm.state[11]        0.46                      1
6_report  fsm.state[11]        0.46                      1
5_1_grt   fsm.state[11]        0.50                      1
## worst max-delay path, delay by kind of cell (launching register included)
kind / cells / cell delay, ns
AND-OR/OR-AND: 2 / 0.19
adder cells (fa/ha/maj): 2 / 0.71
buffers and inverters: 3 / 0.60
flip-flops: 1 / 0.36
multiplexers: 2 / 0.74
AND/OR/NAND/NOR: 2 / 0.25
## routing by layer
layer | vias up | GRT usage | share of wire
met5 | - | 0 | 0
met4 | 0 | 0.0270 | 0.020
met3 | 12 | 0.0316 | 0.049
met2 | 69 | 0.176 | 0.42
met1 | 1120 | 0.199 | 0.51
li1 | 1209 | - | -
## sequential cells by signal (all words and copies together), names as in the netlist, named ones only
| register | flops |
|---|---|
| fsm.state | 21 |
| fsm.WriteData | 6 |
| fsm.WriteEnable | 1 |
| fsm.ALUControl | 7 |
| fsm.rd | 4 |
| fsm.rs2 | 2 |
| fsm.rs1 | 2 |
| RF.regs | 32 |
## power groups by stage
stage                 combinational (mW)  sequential, mW  clock (mW)
after CTS                          0.139           0.820       0.714
after global routing               0.159           0.824       0.748
final                              0.142           0.820       0.700
## timing repair
| action | CTS | global route |
|---|---|---|
| resized | 5 | 7 |
| endpoints found under the setup margin | 1 | 2 |
| pin swaps | 0 | 5 |
| setup buffers | 1 | 1 |
## final cells by class
cell class	count	area, um2
multi-input combinational	227	1630
tap	143	179
clock buffer	9	225
inverter	15	56.3
clock inverter	7	53.8
timing repair buffer	13	123
fill	1104	7400
sequential	79	1900
Power and IR drop assume default switching activity.
