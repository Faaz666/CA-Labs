$ cat flow/design.v
module debouncer(
    input clk,
    input pbin,
    output reg pbout
);
    reg [19:0] cnt = 0;
    reg sync = 0;
    always @(posedge clk) begin
        sync <= pbin;
        if (sync != pbout) begin
            cnt <= cnt + 1;
            if (cnt == 20'hFFFFF) begin
                pbout <= sync;
                cnt <= 0;
            end
        end else begin
            cnt <= 0;
        end
    end
endmodule
`timescale 1ns / 1ps
module fsm(input clk, input rst, input [15:0] switches, output reg [15:0] counter);
    reg state = 0;
    always @(posedge clk) begin
        if (rst) begin
            state   <= 0;
            counter <= 16'b0;
        end else begin
            if (state == 0) begin
                counter <= 16'b0;
                if (switches != 16'b0) begin
                    counter <= switches;
                    state   <= 1;
                end
            end else begin
                if (counter > 0)
                    counter <= counter - 1;
                else
                    state <= 0;
            end
        end
    end
endmodule
`timescale 1ns / 1ps
module hex(input clk, input rst, input [15:0] counter, output reg [3:0] an, output reg [6:0] seg, output reg dp);
    reg [15:0] refresh;
    always @(posedge clk) begin
        if (rst) refresh <= 16'b0;
        else     refresh <= refresh + 1;
    end
    wire [1:0] sel = refresh[15:14];
    reg [3:0] digit;
    always @(*) begin
        an = 4'b1111;
        case(sel)
            2'b00: an = 4'b1110;
            2'b01: an = 4'b1101;
            2'b10: an = 4'b1011;
            2'b11: an = 4'b0111;
        endcase
    end
    always @(*) begin
        case(sel)
            2'b00: digit = counter[3:0];
            2'b01: digit = counter[7:4];
            2'b10: digit = counter[11:8];
            2'b11: digit = counter[15:12];
        endcase
    end
    always @(*) begin
        dp = 1'b1;
        case(digit)
            4'h0: seg = 7'b0000001;
            4'h1: seg = 7'b1001111;
            4'h2: seg = 7'b0010010;
            4'h3: seg = 7'b0000110;
            4'h4: seg = 7'b1001100;
            4'h5: seg = 7'b0100100;
            4'h6: seg = 7'b0100000;
            4'h7: seg = 7'b0001111;
            4'h8: seg = 7'b0000000;
            4'h9: seg = 7'b0000100;
            4'hA: seg = 7'b0001000;
            4'hB: seg = 7'b1100000;
            4'hC: seg = 7'b0110001;
            4'hD: seg = 7'b1000010;
            4'hE: seg = 7'b0110000;
            4'hF: seg = 7'b0111000;
            default: seg = 7'b1111111;
        endcase
    end
endmodule
`timescale 1ns / 1ps
module top(input clk, input btnC, input  [15:0] switches, output [3:0] an, output [6:0] seg, output dp);
    wire rst;
    debouncer deb0(.clk(clk), .pbin(btnC), .pbout(rst));
    wire [31:0] writeData = 32'b0;
    wire writeEnable = 1'b0;
    wire readEnable = 1'b0;
    wire [29:0] memAddress = 30'b0;
    wire [31:0] readData_sw;
    wire [15:0] leds_unused;
    switches sw(.clk(clk), .rst(rst), .writeData(writeData), .writeEnable(writeEnable), .readEnable(readEnable), .memAddress(memAddress), .readData(readData_sw), .leds(leds_unused));
    wire [31:0] readData_led;
    leds led(.clk(clk), .rst(rst), .btns(16'b0), .writeData(writeData), .writeEnable(writeEnable), .readEnable(readEnable), .memAddress(memAddress), .switches(switches), .readData(readData_led));
    wire [15:0] counter;
    fsm fsm0(.clk(clk), .rst(rst), .switches(switches), .counter(counter));
    hex hex0(.clk(clk), .rst(rst), .counter(counter), .an(an), .seg(seg), .dp(dp));
endmodule
`timescale 1ns / 1ps
module leds(
    input clk, rst,
    input [15:0] btns,
    input [31:0] writeData,
    input writeEnable,
    input readEnable,
    input [29:0] memAddress,
    input [15:0] switches,
    output reg [31:0] readData
);
    always @(posedge clk) begin
        if (rst) readData <= 0;
        else     readData <= {16'b0, switches};
    end
endmodule
module switches(
    input clk,
    input rst,
    input [31:0] writeData,
    input writeEnable,
    input readEnable,
    input [29:0] memAddress,
    output reg [31:0] readData = 0,  
    output reg [15:0] leds
);
    always @(posedge clk) begin
        if (rst) begin
            leds <= 0;
            readData <= 0;
        end else begin
            readData <= {16'b0, leds};
        end
    end
endmodule
$ cat flow/run.sh
#!/bin/bash
# OpenROAD 26Q1-2900-gdf79404cd8, Yosys 0.63+post, stock flow scripts
make -C /OpenROAD-flow-scripts/flow DESIGN_CONFIG=/design/flow/config.mk WORK_HOME=/design/flow/orfs finish
$ cat flow/config.mk
export PLATFORM = sky130hd
export DESIGN_NAME = top
export DESIGN_NICKNAME = top
export VERILOG_FILES = /design/flow/design.v
export SDC_FILE = /design/flow/constraint.sdc
export NUM_CORES = 4
export LEC_CHECK = 1
export CORE_UTILIZATION = 40
$ cat flow/constraint.sdc
current_design top

set clk_period 5.7
set clk_io_pct 0.2

create_clock -name clk0 -period $clk_period [get_ports {clk}]

set non_clock_inputs [all_inputs -no_clocks]
set_input_delay [expr $clk_period * $clk_io_pct] -clock clk0 $non_clock_inputs
set_output_delay [expr $clk_period * $clk_io_pct] -clock clk0 [all_outputs]
==> results.ini <==
[status]
run_status = finished clean

[detailed_routing]
wire_per_inst_microns = 12.39
drc = 0
firstDrtPassIters = 4
totalWireLength_microns = 5663
drc_violation_total_after_the_first_tritonroute_iteration = 92
via_count = 2411
detail_route.vias_per_cell = 5.276
post_drt_antenna_nets = 0
antenna-diode-count = 0

[synthesis]
synth.yosys.warnings = 5
postSynthRegisterBits = 55
synth_async_sr_flop_share_pct = 0
synthesis.area_per_instance_sq_um = 8.626
area_leaders = sky130_fd_sc_hd__dfxtp_1, sky130_fd_sc_hd__nor2_1, sky130_fd_sc_hd__xnor2_1
ys_chip_area_sq_um = 2933
number_of_synthesized_flops_with_an_enable_pin = 1
top_area_share_pct = 36.86
synth-main-ff-cell = sky130_fd_sc_hd__dfxtp_1
yosys.area.top_type = sky130_fd_sc_hd__dfxtp_1
postSynthCellCount = 340
ys_seq_share_pct = 37.88
synth_stat.cells = 340
summed_instance_area_of_the_synthesized_netlist_sq_um = 2933
unique_cell_types = 52

[power]
max-vdd-ir-drop_mv = 0.09746
p_comb_share_pct = 6.7
power_leakage_uw = 0.001146
switching_power_uw = 149.9
power_report.internal_total_uw = 547.4
power.sequential.fraction_pct = 56.7
switching_share_pct = 21.49
power.clock.fraction_pct = 36.6
areal_power_density_over_the_cells_nw_per_um2 = 206.3

[timing]
grt_setup_unrepaired = no
finalSetupViolations = 0
max_clock_freq_mhz = 258.3
slew_at_the_pin_closest_to_its_max_slew_limit_ns = 0.8257
clock_skew_ns = 0.01000
fin_crit_sh_pct = 67.91
hold_violations = 0
max_slew_margin_pct = 44.56
finalSetupTns_ns = 0
final_period_minus_worst_setup_slack_ns = 3.871
timing.final.max_slew_violations = 0

[floorplanning]
fp-row-count = 30
fp.dieArea_sq_um = 7678
ioPinCount = 30
core_util_floorplan_pct = 42.23
die_x_microns = 87.63
placeableCoreArea_sq_um = 6944
die.size.y_microns = 87.63

[placed_design]
dp_hpwl_microns = 4151
place.gp.congestion = 0.8442
buffer_ports.inserted = 28
place_inst = 449

[clocking]
cts_resized = 0
tritoncts_clock_tree = done
cts_inserted_buffers = 5
clk_pin_slew_ns = 0.10
cts-root-buf = sky130_fd_sc_hd__clkbuf_8
cts-hold-fix-buffers = 0
cts_setup_buffers = 0
clock_latency_ns = 0.30
number_of_h_tree_levels = 2
clock_tree.buffer_depth = 2
clock_sink_count = 55

[setup_path]
critical_path.startpoint_type = flop
reg2reg_from = fsm0.counter[0]
crit_path_drt_ns = 4.56
timing.critical_path.cells = mux4_2, inv_1, ha_1, inv_1, nor2_1, a211oi_1, a31oi_1, clkdlybuf4s50_1
worstSetupEndpointType = output pin
worst_path_largest_cell_delay_ns = 0.63
timing.critical_path.slowest_stage_cell = sky130_fd_sc_hd__dfxtp_1
worstSetupStartpoint = hex0.refresh[14]
buffers_and_inverters_on_the_worst_path = 3
crit_path_max_fanout = 12
worst_path_dominant_cell_family = buffers and inverters
setup.worst_path.class = reg2out
cp_common_cell = sky130_fd_sc_hd__inv_1
critPathArrivalTime_ns = 2.73

[grt]
number_of_global_route_vias_before_repair = 2121
grt_pass1_wl_microns = 9791
grt_antenna_before_repair = 0
overflow = 0
grt_max_degree = 24
grt_usage_pct = 16.22

[cells_and_area]
area_growth_pct = 15.27
combGateArea_sq_um = 1710
fillers = 639
fin_cells = 457
post_route_cells_drive_above_1_share_pct = 6.925
finalCoreUtilization_pct = 48.68
layout.area.seq_sq_um = 1111

[min_path]
hold_path.class = reg2reg
hold_path.startpoint = hex0.refresh[0]

[run]
maxCapViolCount = 0
log.warning_count = 29

## cells in the mapped netlist, drive strengths merged, types with 3 or more instances
| library cell | n |
|---|---|
| ha | 9 |
| mux2 | 5 |
| dfxtp | 54 |
| o21ai | 8 |
| xor2 | 13 |
| nand3 | 13 |
| nand2b | 5 |
| inv | 13 |
| and4 | 3 |
| a31oi | 8 |
| nand2 | 28 |
| o31ai | 4 |
| mux4 | 5 |
| nor2b | 8 |
| a311oi | 3 |
| xnor2 | 13 |
| or4 | 7 |
| buf | 5 |
| nand4 | 11 |
| nor2 | 39 |
| clkbuf | 10 |
| nor4 | 11 |
| nor3 | 8 |
| o21a | 4 |
| a21oi | 12 |
| or3 | 7 |
| o22ai | 3 |
## final timing paths
path | endpoint | slack, ns | depth (start not counted)
max | seg[3] | 1.83 | 8
min | hex0.refresh[0] | 0.44 | 1
max reg2reg | fsm0.counter[14] | 3.03 | 6
min reg2reg | hex0.refresh[0] | 0.44 | 1
## registers in the layout (all words and copies together) (netlist names)
signal        flops
deb0.cnt         20
deb0.sync         1
hex0.refresh     16
fsm0.state        1
deb0.pbout        1
fsm0.counter     16
## final cells by class
class,count,area share [%]
clock buffer,6,2.147
tap,96,3.553
clock inverter,2,1.110
inverter,13,1.443
timing repair buffer,28,8.290
sequential,55,32.86
multi-input combinational,257,50.59
## layout by cell type, fill, tap and decap left out, drive strengths merged, types with 7 or more instances in the layout
| cell type | instances |
|---|---|
| a21oi | 12 |
| a31oi | 8 |
| clkdlybuf4s50 | 28 |
| dfxtp | 54 |
| ha | 9 |
| inv | 13 |
| nand2 | 28 |
| nand3 | 13 |
| nand4 | 11 |
| nor2 | 39 |
| nor2b | 8 |
| nor3 | 8 |
| nor4 | 11 |
| o21ai | 8 |
| or3 | 7 |
| or4 | 7 |
| xnor2 | 13 |
| xor2 | 13 |
## metrics by stage
step                      area (sq um)  hold slack (ns)  setup WS (ns)  total power, uW
after floorplan                   2933           0.4129          2.669            428.9
after global placement            3271           0.4256          2.229            450.8
after detailed placement          3271           0.4348          2.145            451.4
after CTS                         3381           0.4508          1.806            705.3
after global routing              3381           0.4696          1.631            723.7
final                             3381           0.4446          1.829            697.3
## layer usage
layer  share of wire [%]  global-route usage (%)  vias up
met5                   0                       0        -
met4                0.57                   1.192        0
met3                 3.4                   3.053        2
met2                  43                   24.43       36
met1                  53                   26.18     1105
li1                    -                       -     1268
## power by group through the flow
stage	clock network, uW	registers (uW)	logic, uW
after CTS	263	395	47.2
final	255	395	46.8
after global routing	274	397	52.9
## kinds of logic (layout without fill, tap and decap cells)
group	Yosys count	count (layout)	synth area share, %
AND-OR/OR-AND	59	59	13.52
XOR/XNOR	26	26	7.765
adder cells (fa/ha/maj)	9	9	3.840
buffers and inverters	28	49	3.797
flip-flops	55	55	37.88
multiplexers	12	12	6.442
other	1	1	0.1279
AND/OR/NAND/NOR	150	150	26.62
No activity file was given, so power comes from the tool's default toggle rates.
